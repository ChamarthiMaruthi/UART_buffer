==> flow/design.v <==
module fifo_rx (
    input        clk,            
    input        reset,          
    input        wr_en,          
    input        rd_en,          
    input  [8:0] din,           
    output reg [8:0] dout,      
    output       full,           
    output       empty           
);
    parameter DEPTH = 8;         
    parameter ADDR_WIDTH = 5;
    reg [8:0] mem [0:DEPTH-1];
    reg [ADDR_WIDTH:0] wr_ptr, rd_ptr;   
    assign full  = ((wr_ptr[ADDR_WIDTH-1:0] == rd_ptr[ADDR_WIDTH-1:0]) && 
                   (wr_ptr[ADDR_WIDTH] != rd_ptr[ADDR_WIDTH]));
    assign empty = (wr_ptr == rd_ptr);
    wire wr_valid = wr_en && !full;
    wire rd_valid = rd_en && !empty;
    always @(posedge clk) begin
        if (reset) begin
            wr_ptr <= 0;
            rd_ptr <= 0;
            dout   <= 0;
        end else begin
            if (wr_valid) begin
                mem[wr_ptr[ADDR_WIDTH-1:0]] <= din;
                wr_ptr <= wr_ptr + 1;
            end
            if (rd_valid) begin
                dout <= mem[rd_ptr[ADDR_WIDTH-1:0]];
                rd_ptr <= rd_ptr + 1;
            end
        end
    end
endmodule
==> flow/run.sh <==
#!/bin/bash
# OpenROAD 26Q1-2900-gdf79404cd8, Yosys 0.63+post, stock flow scripts
make -C /OpenROAD-flow-scripts/flow DESIGN_CONFIG=/design/flow/config.mk WORK_HOME=/design/flow/orfs finish
==> flow/config.mk <==
export PLATFORM = sky130hd
export DESIGN_NAME = fifo_rx
export DESIGN_NICKNAME = fifo_rx
export VERILOG_FILES = /design/flow/design.v
export SDC_FILE = /design/flow/constraint.sdc
export NUM_CORES = 4
export LEC_CHECK = 1
export CORE_UTILIZATION = 50
==> flow/constraint.sdc <==
current_design fifo_rx

set clk_period 4.6
set clk_io_pct 0.2

create_clock -name clk0 -period $clk_period [get_ports {clk}]

set non_clock_inputs [all_inputs -no_clocks]
set_input_delay [expr $clk_period * $clk_io_pct] -clock clk0 $non_clock_inputs
set_output_delay [expr $clk_period * $clk_io_pct] -clock clk0 [all_outputs]
==> impl_metrics.yaml <==
# generated from flow reports
synth:
  synth_area_um2: 3750
  yosysWarnings: 1
  ys_seq_frac: 0.688
  synthesis.instances: 253
  edf_count: 72
  synth_top_cell_by_area: "edfxtp_1"
  syn_avg_cell_area_um2: 14.8
  ys_async_sr_fraction: 0
  synth_flops: 93
  yosys_most_used_dff: "edfxtp_1"
  ys_cells: 253
  top_cell: "edfxtp_1"
  synthTopCellsByArea: "edfxtp_1 (58%), dfxtp_1 (11%), mux4_2 (5.4%)"
  synth.top_cell.area_share: 0.576
  synth-area-yosys_um2: 3750
  top_cells_by_count: "edfxtp_1 (72), nor2_1 (36), dfxtp_1 (21)"
  synth_cell_type_count: 32
floorplanning:
  die_x_um: 88.6
  fp-row-count: 31
  fp.dieH_um: 88.6
  fp-utilization: 0.518
  core-area_um2: 7250
  die_area_um2: 7860
  ios: 24
placed_design:
  dp_hpwl_mm: 4.66
  numPortBuffers: 23
  gp_congestion: 0.879
  placed_cell_area_um2: 4070
drt:
  drt_pass1_iterations: 4
  drc: 0
  routedWlPerCell_um: 18.0
  antenna_left: 0
  drtIter0Drc: 106
  dr_total_vias: 2077
  routed_wirelength_mm: 6.87
  vias_per_cell: 5.45
  num_antenna_cells: 0
power:
  irDropWorstVdd_v: 0.000266
  power_switching_uw: 418
  seq_power_share: 0.539
  power_density_nw_per_um2: 412
  p_clk_frac: 0.340
  pwr-share-comb: 0.120
  internal-power_uw: 1350
  p_leak_uw: 0.00141
  swShare: 0.236
global_route:
  antenna_found_initial: 0
  grt_pass1_wl_mm: 10.7
  grt_usage: 0.210
  grt_max_degree: 41
  gr-total-overflow: 0
  grt_pass1_vias: 2030
cts:
  clkTransAtPathRegs_ps: 80
  clkLatencyLatePin_ps: 350
  cts_sinks: 93
  cts_tree: "yes"
  cts_buffer_depth: 2
  ctsResizeCount: 0
  cts_buffers: 9
  root_buffer: "clkbuf_8"
  cts_setup_buffers: 0
  holdBufCountCts: 0
  h-tree-depth: 3
critical_path:
  cp-start-kind: "register"
  crit_required_ps: 3680
  rrSetupSlack_ps: 1990
  path_class: "reg -> out"
  worstPathMaxFanout: 15
  crit_arrival_ps: 2670
  end_kind: "output port"
sta:
  rsz0062_at_grt: "false"
  clock_skew_ps: 7.40
  timing.fmax_mhz: 279
  setup_violations: 0
  hold_violations: 0
  slew_headroom: 0.427
  min_period_over_period: 0.780
  setup_tns_ps: 0
  worst_slew_pin_slew_ps: 856
  drv_slew: 0
  period_needed_ps: 3590
cells_and_area:
  fin_area_um2: 4300
  area_growth_pct: 14.4
  drive_gt1_frac: 0.149
status:
  status: "complete, no violations"
worst_hold_path:
  hold_class: "reg -> reg"
job:
  maxCapViolCount: 0
  tool_warnings: 25
[layout by cell type, fill, tap and decap left out, types with 6 or more instances in the layout]
cell type / synthesis / layout
xnor2_1: 6 / 6
nor2_1: 36 / 36
mux2_2: 9 / 9
mux4_2: 9 / 9
edfxtp_1: 72 / 72
clkdlybuf4s50_1: 0 / 23
a211oi_1: 9 / 9
o22ai_1: 9 / 9
nand2_1: 6 / 6
mux2i_1: 11 / 11
clkbuf_8: 0 / 9
nor2b_1: 10 / 10
dfxtp_1: 21 / 20
a21oi_1: 7 / 7
xor2_1: 7 / 7
[per-stage QoR]
| stage | hold slack (ps) | setup slack [ps] | power [µW] | cells | util |
|---|---|---|---|---|---|
| 2_1_floorplan | 437 | 2240 | 1100 | 253 | - |
| 3_3_place_gp | 472 | 1450 | 1190 | 365 | 0.561 |
| 3_5_place_dp | 482 | 1420 | 1190 | 365 | 0.561 |
| 4_1_cts | 504 | 1010 | 1790 | 381 | 0.592 |
| 5_1_grt | 524 | 785 | 1840 | 381 | 0.592 |
| 6_report | 497 | 1010 | 1770 | 381 | 0.592 |
[logic make-up after synthesis]
kind of cell | synth area share
AND/OR/NAND/NOR | 0.0903
AND-OR/OR-AND | 0.0537
multiplexers | 0.110
flip-flops | 0.688
XOR/XNOR | 0.0303
adder cells (fa/ha/maj) | 0.00667
buffers and inverters | 0.0207
[worst max-delay path, stage by stage (launching register included)]
cell and delay, ps:
dfxtp_1 750, xor2_1 160, nor4_2 730, and2_1 240, clkdlybuf4s50_1 450
[power groups by stage]
stage / clock [µW] / sequential [µW] / combinational [µW]
6_report: 602 / 954 / 212
5_1_grt: 650 / 958 / 236
4_1_cts: 621 / 954 / 216
[final timing paths]
path              cells past startpoint         to       from
setup / recovery                      4      empty  rd_ptr[2]
hold / removal                        2    dout[4]    dout[4]
setup reg to reg                      5  mem[2][7]  rd_ptr[2]
hold reg to reg                       2    dout[4]    dout[4]
[registers in the layout, indices dropped and copies added (netlist names)]
signal,count
mem,72
dout,9
rd_ptr,6
wr_ptr,6
[routing by layer]
| metal | GRT usage | up-vias | part of all wire |
|---|---|---|---|
| li1 | - | 996 | - |
| met1 | 0.328 | 980 | 0.42 |
| met2 | 0.301 | 90 | 0.45 |
| met3 | 0.111 | 11 | 0.11 |
| met4 | 0.0323 | 0 | 0.020 |
| met5 | 0 | - | 0 |
[layout make-up]
class	instances	area [µm²]
Clock buffer	9	124
Clock inverter	7	103
Fill cell	555	2960
Multi-Input combinational cell	145	1090
Sequential cell	93	2580
Tap cell	99	124
Timing Repair Buffer	28	268
Power and IR drop assume default switching activity.
