===== design.v =====
module Buffer_top(
    input        clk_3125_tx,     
    input        clk_3125_rx,     
	 input        reset,
    input        parity_type,     
    input        tx_start,        
    input  [7:0] ft_data,            
    output       tx,         
    output       tx_done,        
	 output       ft_full,
	 output       ft_empty,
	 output [7:0] ft_out,
	 output       rd_en,
	 input        wr_en,
    input        rx,              
    output [7:0] rx_msg,     
    output       rx_parity,   
	 output       rx_complete
);
fifo_tx tx_fifo_inst (
    .clk_3125_tx(clk_3125_tx),
    .reset(reset),
    .wr_en(wr_en && !ft_full),  
    .rd_en(rd_en),                 
    .ft_data(ft_data),
    .ft_out(ft_out),               
    .ft_full(ft_full),
    .ft_empty(ft_empty)
);
uart_tx tx_inst (
    .clk_3125_tx(clk_3125_tx),
    .parity_type(parity_type),
    .tx_start(tx_start),             
    .ft_out(ft_out),              
    .tx(tx),                         
    .tx_done(tx_done),
    .ft_empty(ft_empty),        
    .rd_en(rd_en)               
);
uart_rx rx_inst (
    .clk_3125_rx (clk_3125_rx),
    .rx          (rx),
    .rx_msg      (rx_msg),
    .rx_parity   (rx_parity),
    .rx_complete (rx_complete)
);
endmodule
module uart_rx(
    input clk_3125_rx,
    input rx,
    output reg [7:0] rx_msg,
    output reg rx_parity,
    output reg rx_complete
    );
initial begin
    rx_msg = 0;
	  rx_parity = 0;
    rx_complete = 0;
end
    localparam CLOCKS_PER_BIT = 14;
    localparam FINAL_CYCLE    = 13;
	 localparam S_IDLE   = 3'b000;
    localparam S_START  = 3'b001;
    localparam S_DATA   = 3'b010;
    localparam S_PARITY = 3'b011;
    localparam S_STOP   = 3'b100;
    reg [2:0] state = S_IDLE;
    reg [4:0] clk_counter = 0;
    reg [2:0] bit_counter = 7;
    reg [7:0] data_shift_reg=0;
	 reg rx_start, sampled_parity;
always @(posedge clk_3125_rx) begin
rx_complete = 0;
case(state)
				S_IDLE : begin
					 if (rx == 0) begin
						state <= S_START;
					 end
					 else begin
						state <= S_IDLE;
					 end
				end
            S_START: begin
                    if (clk_counter == 6) begin
                        clk_counter <= 0;
                        bit_counter <= 7;  
								if(rx == 0)begin
								rx_start <= rx;
                        state <= S_DATA;
								end else begin
								clk_counter <= 0;
								state <= S_IDLE;
								end
                    end else begin
                        clk_counter <= clk_counter + 1;
                    end
            end
            S_DATA: begin
                if (clk_counter == FINAL_CYCLE) begin
						  data_shift_reg <= {data_shift_reg[6:0],rx};
                    clk_counter <= 0;
                    if (bit_counter == 0) begin  
                        state <= S_PARITY;
                    end else begin
                        bit_counter <= bit_counter - 1;
                    end
                end else begin
                    clk_counter <= clk_counter + 1;
                end
            end
            S_PARITY: begin
                if (clk_counter == FINAL_CYCLE) begin
                    sampled_parity <= rx;  
                    clk_counter <= 0;
                    state <= S_STOP;
                end else begin
                    clk_counter <= clk_counter + 1;
                end
            end
            S_STOP : begin
					if (clk_counter == 20) begin
						clk_counter <= 1;
						rx_msg[7:0] <= data_shift_reg[7:0];
						rx_complete <= rx;
						rx_parity <= sampled_parity;
						state <= S_IDLE;
					end 
					else begin
                  clk_counter <= clk_counter + 1;
					end
				end
            default:
                state <= S_IDLE;
        endcase
    end
endmodule
	module uart_tx(
		 input clk_3125_tx,
		 input parity_type,tx_start,
		 input [7:0] ft_out,
		 input ft_empty,
		 output reg tx, tx_done, rd_en
	);
	initial begin
		 tx = 1;
		 tx_done = 0;
		 rd_en   = 0;
	end
    localparam CLOCKS_PER_BIT = 14;
    localparam FINAL_CYCLE    = 13;
    localparam S_IDLE   = 4'b0000;
    localparam S_START  = 4'b0001;
    localparam S_DATA   = 4'b0010;
    localparam S_PARITY = 4'b0011;
    localparam S_STOP   = 4'b0100;
    localparam S_DONE   = 4'b0101;
    reg [3:0]  state = S_IDLE;
    reg [3:0]  clk_counter = 0;
    reg [2:0]  bit_counter = 0;
    reg [7:0]  data_reg;
    reg        parity_bit_reg;
    always @(posedge clk_3125_tx) begin
	 tx_done <= 0;
        case(state)
            S_IDLE: begin
                clk_counter <= 0;
                bit_counter <= 0;
					 rd_en       <= 1'b1;
                if (tx_start && !ft_empty) begin
                    state <= S_START;
                end
            end
            S_START: begin
					 rd_en <= 1'b0;
					 data_reg <= ft_out;
					 parity_bit_reg <= (^ft_out)^parity_type;
                if (clk_counter == FINAL_CYCLE) begin
                    clk_counter <= 0;
                    state <= S_DATA;
                    bit_counter <= 7;  
                end else begin
                    clk_counter <= clk_counter + 1;
                end
            end
            S_DATA: begin
                if (clk_counter == FINAL_CYCLE) begin
                    clk_counter <= 0;
                    if (bit_counter == 0) begin
                        state <= S_PARITY;
                    end else begin
                        bit_counter <= bit_counter - 1;
                    end
                end else begin
                    clk_counter <= clk_counter + 1;
                end
            end
            S_PARITY: begin
                if (clk_counter == FINAL_CYCLE) begin
                    clk_counter <= 0;
                    state <= S_STOP;
                end else begin
                    clk_counter <= clk_counter + 1;
                end
            end
            S_STOP: begin
                if (clk_counter == FINAL_CYCLE) begin
                    clk_counter <= 0;
                    state <= S_DONE;
                end else begin
                    clk_counter <= clk_counter + 1;
                end
					 if (clk_counter == FINAL_CYCLE - 1)begin
						  tx_done <= 1;
					 end
            end
            S_DONE: begin
                state <= S_IDLE;
					 rd_en <= 0;
            end
            default:
                state <= S_IDLE;
        endcase
    end
    always @(*) begin
        case(state)
            S_IDLE: begin
                if (tx_start && !ft_empty) begin
                    tx = 1;
                end
            end
            S_START:
                tx = 0;
            S_DATA: begin
                tx = data_reg[bit_counter];
				end 
            S_PARITY:
                tx = parity_bit_reg;  
            S_STOP:
                tx = 1;
				S_DONE : begin
					 tx = 1;
				end
            default:
                tx = 1;
        endcase
    end
	endmodule
module fifo_tx #(
    parameter DEPTH = 8,
    parameter ADDR_WIDTH = 3
)(
    input              clk_3125_tx,   
    input              reset,         
    input              wr_en,         
    input              rd_en,         
    input      [7:0]   ft_data,       
    output             ft_full,       
    output             ft_empty,      
    output reg [7:0]   ft_out         
);
    reg [7:0] mem [0:DEPTH-1];
    reg [ADDR_WIDTH:0] wr_ptr;
    reg [ADDR_WIDTH:0] rd_ptr;
    initial begin
		wr_ptr     = 0;
      rd_ptr     = 0;
    end
    assign ft_empty = (wr_ptr == rd_ptr);
    assign ft_full  = (wr_ptr[ADDR_WIDTH-1:0] == rd_ptr[ADDR_WIDTH-1:0]) && (wr_ptr[ADDR_WIDTH] != rd_ptr[ADDR_WIDTH]);
    always @(posedge clk_3125_tx) begin
        if (reset) begin
            wr_ptr     <= 0;
            rd_ptr     <= 0;
            ft_out     <= 0;
        end else begin
            if (wr_en) begin
                mem[wr_ptr[ADDR_WIDTH-1:0]] <= ft_data;
                wr_ptr <= wr_ptr + 1;
            end
            if (rd_en && !ft_empty) begin
                if (ft_empty == 0) begin
                    ft_out <= mem[rd_ptr[ADDR_WIDTH-1:0]];
                    rd_ptr <= rd_ptr + 1;
                end 
            end
        end
    end
endmodule

===== run.sh =====
#!/bin/bash
# OpenROAD 26Q1-2900-gdf79404cd8, Yosys 0.63+post, stock flow scripts
make -C /OpenROAD-flow-scripts/flow DESIGN_CONFIG=/design/flow/config.mk WORK_HOME=/design/flow/orfs finish

===== config.mk =====
export PLATFORM = sky130hd
export DESIGN_NAME = Buffer_top
export DESIGN_NICKNAME = Buffer_top
export VERILOG_FILES = /design/flow/design.v
export SDC_FILE = /design/flow/constraint.sdc
export NUM_CORES = 4
export LEC_CHECK = 1
export CORE_UTILIZATION = 50

===== constraint.sdc =====
current_design Buffer_top

set clk_period 2.7
set clk_io_pct 0.2

create_clock -name clk0 -period $clk_period [get_ports {clk_3125_rx}]
create_clock -name clk1 -period $clk_period [get_ports {clk_3125_tx}]

set non_clock_inputs [all_inputs -no_clocks]
set_input_delay [expr $clk_period * $clk_io_pct] -clock clk0 $non_clock_inputs
set_output_delay [expr $clk_period * $clk_io_pct] -clock clk0 [all_outputs]

==> results.cfg <==
; physical design summary
[yosys]
synth_async_sr_flop_share = 0
synth_area_sq_um = 5610
ys_top_cells_by_area = edfxtp_1, dfxtp_1, mux4_2
largest_area_cell = edfxtp_1
ys_area_sq_um = 5610
ys_cells = 360
ys_seq_elements = 132
synth_top_cell_by_count = edfxtp_1
ys_top_cells_by_count = edfxtp_1, nor2_1, dfxtp_1, inv_1, xnor2_1
synth-main-ff-cell = edfxtp_1
top_cell_area_share = 0.605
yosysUniqueCellTypes = 49
yosysWarnings = 3
syn_area_per_cell_sq_um = 15.6
netlist_instances = 360
edf_count = 113

[place]
place_congestion = 0.820
dpl_cell_area_sq_um = 6180
port_buffers = 36
hpwl_um = 6150
preCtsSetupSlack_ns = 0.272
placedCellCount = 535

[critical_path]
crit_path_cell_trace = xnor2_2, nand4_1, inv_1, clkdlybuf4s50_1
crit_type = reg2out
rr_endpoint = rx_inst.state[2]
r2r-start = rx_inst.clk_counter[0]
worst_r2r_path_depth = 5
required_ns = 2.16
cp_slowest_stage_delay_ns = 0.62
crit_fanout = 10
crit_arrival_ns = 1.90
r2r_slack_ns = 0.51
cp-end-kind = output port
slowest_stage = dfxtp_1
start_kind = flip-flop

[pwr]
cellLeakagePower_nw = 2.21
ir_drop_v = 0.000471
power_mw = 6.06
p_per_area_nw_per_um2 = 937

[timing]
hold_viol = 0
finClkSkew_ns = 0.0135
untimed_endpoints = 2
slew_headroom = 0.618
setup_viol = 0
unclocked_regs = 1
worstMarginPinSlew_ns = 0.570
grt_setup_unrepaired = no
fin_ws_ns = 0.257
holdWs_ns = 0.424
slew_violations = 0
setup_tns_ns = 0

[die]
chipArea_sq_um = 11600
die.size.y_um = 108
fp_util = 0.515
die_w_um = 108
coreArea_sq_um = 10900
num_io_pins = 38
num_rows = 38

[min_path]
hp-start = rx_inst.data_shift_reg[7]
hold_path_depth = 0
hold_class = reg2reg
min_to = rx_inst.rx_msg[7]

[cts]
cts_tree = built
cts_resized = 0
postCtsSetupRepairBufs = 0
holdBufCountCts = 0
clk_pin_slew_worst_paths_ns = 0.10

[layout]
fill_cells = 834
instances_no_fill = 559
fin_util = 0.594
final_area_sq_um = 6460
drive_above_1_share = 0.158
largest_reg_flops = 64
area_growth_pct = 15.3

[global_route]
grt-ovfl-total = 0
antenna_found_initial = 0
grt_max_degree = 22
grt_pass1_wl_um = 14500
grt_usage = 0.178
first_global_vias = 2965

[drt]
via_count = 2967
drt_iter0_drc = 158
drc = 0
wirelength_um = 8670
via_per_inst = 5.31
postRouteAntennaNets = 0
antenna-diode-count = 0
firstDrtPassIters = 4
wl_per_cell_um = 15.5

[flow_run]
drv_cap = 0
tool_warnings = 33

[outcome]
status = completed
## cell usage in the layout (no fill, tap or decap), drive strengths merged, types with 11 or more instances in the layout
master           n
edfxtp         113
inv             21
nor2            35
mux2i           13
xnor2           16
a211oi          11
a21oi           12
clkbuf          15
buf             15
clkdlybuf4s50   36
mux4            18
dfxtp           18
ha              13
## worst max-delay path: cells and delay by family, from the launching register on
| kind | cells | cell delay (ns) |
|---|---|---|
| flip-flops | 1 | 0.62 |
| buffers and inverters | 2 | 0.54 |
| AND/OR/NAND/NOR | 1 | 0.17 |
| XOR/XNOR | 1 | 0.21 |
## layout make-up
type	count	area, sq um	area share
Clock buffer	15	206	0.0319
Clock inverter	9	81.3	0.0126
Inverter	18	67.6	0.0105
Multi-Input combinational cell	194	1690	0.262
Sequential cell	132	3770	0.583
Tap cell	140	175	0.0271
Timing Repair Buffer	51	473	0.0732
## where the power goes
part,switching (mW),total [mW],internal [mW]
Combinational,0.850,1.75,0.904
Sequential,0.343,3.03,2.68
Clock,0.710,1.27,0.563
## worst max-delay path by stage
| stage | startpoint | to | slack (ns) | cells past startpoint |
|---|---|---|---|---|
| after global routing | tx_fifo_inst.wr_ptr[1] | ft_empty | 0.09 | 4 |
| final | tx_fifo_inst.wr_ptr[1] | ft_empty | 0.26 | 4 |
| after CTS | tx_fifo_inst.wr_ptr[1] | ft_empty | 0.22 | 4 |
## metal layers
| metal | track usage | vias up | share of wire |
|---|---|---|---|
| li1 | - | 1458 | - |
| met1 | 0.307 | 1400 | 0.47 |
| met2 | 0.245 | 97 | 0.43 |
| met3 | 0.0765 | 12 | 0.086 |
| met4 | 0.0215 | 0 | 0.014 |
| met5 | 0 | - | 0 |
## cells by family (layout without fill, tap and decap cells)
kind of cell    after synthesis  after routing  synth area share
flops                       131            131             0.670
simple gates                 90             90            0.0846
compound gates               35             35            0.0415
buf+inv                      34             93            0.0304
mux                          33             33             0.104
xor+xnor                     23             23            0.0386
fa+ha+maj                    13             13            0.0290
latches                       1              1           0.00268
Power is estimated from default activity; no workload was simulated.
